--- ./design.v ---
module Frequency_10khz(clk_50Mhz, clk_10khz);
	input wire clk_50Mhz;
	output reg clk_10khz;
	reg[11:0] count_10khz;
	always@(posedge clk_50Mhz)
		begin
			if(count_10khz == 12'd2499)
				begin
					clk_10khz <= ~clk_10khz;
					count_10khz <= 12'd0;
				end
			else
				begin
					count_10khz <= count_10khz + 12'd1;
				end
		end
endmodule 
--- ./run.sh ---
#!/bin/bash
# OpenROAD 26Q1-2900-gdf79404cd8, Yosys 0.63+post, stock flow scripts
make -C /OpenROAD-flow-scripts/flow DESIGN_CONFIG=/design/flow/config.mk WORK_HOME=/design/flow/orfs finish
--- ./config.mk ---
export PLATFORM = sky130hd
export DESIGN_NAME = Frequency_10khz
export DESIGN_NICKNAME = Frequency_10khz
export VERILOG_FILES = /design/flow/design.v
export SDC_FILE = /design/flow/constraint.sdc
export NUM_CORES = 4
export LEC_CHECK = 1
export CORE_AREA = 10 10 70 70
export DIE_AREA = 0 0 80 80
--- ./constraint.sdc ---
current_design Frequency_10khz

set clk_period 3.4
set clk_io_pct 0.2

create_clock -name clk0 -period $clk_period [get_ports {clk_50Mhz}]

set non_clock_inputs [all_inputs -no_clocks]
set_input_delay [expr $clk_period * $clk_io_pct] -clock clk0 $non_clock_inputs
set_output_delay [expr $clk_period * $clk_io_pct] -clock clk0 [all_outputs]
==> metrics.log <==
[report] implementation figures
INFO  metric grt_start_max_net_pins = 8
INFO  metric finalCritPeriodShare = 51.6%
INFO  metric comb_pwr_share = 0%
INFO  metric drt_iter0_markers = 14
INFO  metric timing_worst_setup_path_type = flop to output pin
INFO  metric maxSlewViolCount = 0
INFO  metric clock_power_share = 37.0%
INFO  metric drive_gt1_share = 8.33%
INFO  metric ir_worst_vdd = 0.000140 V
INFO  metric power_leakage = 0.215 nW
INFO  metric yosys.cell_types.count = 26
INFO  metric finalSetupTns = 0 ps
INFO  metric resized_gates_after_cts = 0
INFO  metric n_antenna_cell = 0
INFO  metric vias_in_the_first_global_route = 346
INFO  metric insertion_delay = 270 ps
INFO  metric io-pin-count = 2
INFO  metric globalplace.congestion = 0.781
INFO  metric mi_logic_area = 272 um2
INFO  metric first_pass_grt_wire_length = 1470 um
INFO  metric ys_chip_area = 549 um2
INFO  metric drv.max_cap_violation_count = 0
INFO  metric worst-r2r-setup-slack = 1810 ps
INFO  metric cellInternalPower = 0.199 mW
INFO  metric synth.yosys.warnings = 1
INFO  metric netlist.area_leader.share = 43.7%
INFO  metric detailedPlacementHpwl = 631 um
INFO  metric routed_via_density = 3.82
INFO  metric die_area = 6400 um2
INFO  metric portBuffers = 1
INFO  metric firstDrtPassIters = 4
INFO  metric clock_pin_slew_reported_for_the_worst_setup_and_hold_paths_after_clock_tree_synthesis = 70 ps
INFO  metric synth_sequential_area_ratio = 49.2%
INFO  metric cpMaxStageDelayCell = sky130_fd_sc_hd__clkdlybuf4s50_1
INFO  metric holdCritPathClass = flop to flop
INFO  metric crit_buf_inv = 1
INFO  metric maxSlewHeadroom = 78.5%
INFO  metric cts_hold_buffers = 0
INFO  metric route.final.wire_length = 852 um
INFO  metric wire_per_inst = 8.04 um
INFO  metric coreArea = 3420 um2
INFO  metric list_of_cells_traversed_by_the_critical_path = clkdlybuf4s50_1
INFO  metric cts_buffers = 3
INFO  metric number_of_antenna_violations_at_the_first_check_in_global_routing = 0
INFO  metric skew = 6.25 ps
INFO  metric cellPowerDensity = 380 nW/um2
INFO  metric std_cell_rows = 21
INFO  metric worstPathRequired = 2720 ps
INFO  metric warning_count = 25
INFO  metric filler_cell_count = 387
INFO  metric syn_to_final_growth = 17.1%
INFO  metric netlist_top_cells_area = sky130_fd_sc_hd__dfxtp_1 44%, sky130_fd_sc_hd__xnor2_1 6.4%, sky130_fd_sc_hd__edfxtp_1 5.5%, sky130_fd_sc_hd__nand3_1 4.6%, sky130_fd_sc_hd__xor2_1 3.2%
INFO  metric antenna_left = 0
INFO  metric setup_viol_count_final = 0
INFO  metric gr_usage_total = 2.80%
INFO  metric worstPathMaxFanout = 2
INFO  metric clock_sink_count = 13
INFO  metric tritoncts_clock_tree = done
INFO  metric initial_utilization = 16.1%
INFO  metric critPathArrivalTime = 1080 ps
INFO  metric number_of_remaining_drc_errors = 0
INFO  metric kind_of_end_point_of_the_critical_path = output pin
INFO  metric flop_area = 270 um2
INFO  metric syn_area_per_cell = 9.99 um2
INFO  metric dieHeight = 80 um
INFO  metric worst_setup_path_start_kind = flop
INFO  metric cp_top_family = buffers and inverters
INFO  metric h-tree-depth = 1
INFO  metric power.share.switching = 18.4%
INFO  metric holdWs = 496 ps
INFO  metric tightestPinTransition = 322 ps
INFO  metric power.sequential.fraction = 63.0%
INFO  metric run_status = finished, final reports clean
INFO  metric clock_root_cell = sky130_fd_sc_hd__clkbuf_4
INFO  metric rsz_0062_raised_after_global_routing = no
INFO  metric fmax = 570 MHz
INFO  metric hold_fails_final_rpt = 0
INFO  metric final_period_minus_worst_setup_slack = 1760 ps
INFO  metric ys_cells = 55
INFO  metric synth_top_cell_by_area = sky130_fd_sc_hd__dfxtp_1
INFO  metric netlist_area = 549 um2
INFO  metric cts_post_setup_buffers_inserted = 0
INFO  metric cp_slowest_stage_delay = 460 ps
INFO  metric ys_seq_elements = 13
INFO  metric synthesis.instances = 55
INFO  metric route.vias.total = 405
INFO  metric switching_power = 0.0450 mW
INFO  metric global_route.overflow_total = 0
INFO  metric fp.dieW = 80 um
INFO  metric cts.path.max_buffers = 2
layout by cell type (no fill, tap or decap), types with 2 or more instances in the layout:
master and instances:
sky130_fd_sc_hd__dfxtp_1 12, sky130_fd_sc_hd__nand4_1 2, sky130_fd_sc_hd__clkbuf_4 3, sky130_fd_sc_hd__nand3_1 5, sky130_fd_sc_hd__xor2_1 2, sky130_fd_sc_hd__a31oi_1 2
sky130_fd_sc_hd__inv_1 2, sky130_fd_sc_hd__nor4_1 2, sky130_fd_sc_hd__nor2_1 3, sky130_fd_sc_hd__a21oi_1 3, sky130_fd_sc_hd__xnor2_1 4, sky130_fd_sc_hd__nand2_1 3
layout make-up:
| type | instances | area share (%) |
|---|---|---|
| multi-input cells | 40 | 42.2 |
| flip-flops and latches | 13 | 42.0 |
| well taps | 46 | 8.95 |
| clock buffers | 4 | 4.09 |
| repair buffers | 1 | 1.56 |
| inverters | 2 | 1.17 |
power by group through the flow:
stage | logic (mW) | clock network, mW | registers, mW
4_1_cts | 0.0000000914 | 0.0939 | 0.154
5_1_grt | 0.0000000914 | 0.102 | 0.154
6_report | 0.0000000914 | 0.0904 | 0.154
synthesized netlist by cell type, drive strengths merged:
| cell | count |
|---|---|
| edfxtp | 1 |
| and3 | 1 |
| a31oi | 2 |
| nand3 | 5 |
| nor2b | 1 |
| nor3 | 2 |
| nand2 | 3 |
| ha | 1 |
| xor2 | 2 |
| nor4 | 2 |
| a41oi | 1 |
| o21ai | 1 |
| xnor2 | 4 |
| dfxtp | 12 |
| or4 | 2 |
| o31ai | 1 |
| o22ai | 1 |
| and4 | 1 |
| or3 | 1 |
| nand4 | 2 |
| nor2 | 3 |
| nand4bb | 1 |
| inv | 2 |
| a21oi | 3 |
logic make-up (layout without fill, tap and decap cells):
family | count (synthesis) | in the layout | share of synthesized area (%)
AND/OR/NAND/NOR | 24 | 24 | 27.6
flip-flops | 13 | 13 | 49.2
AND-OR/OR-AND | 9 | 9 | 10.0
XOR/XNOR | 6 | 6 | 9.57
buffers and inverters | 2 | 7 | 1.37
adder cells (fa/ha/maj) | 1 | 1 | 2.28
flip-flops by register name, summed over array words and instances (netlist names):
register / flops
clk_10khz: 1
count_10khz: 12
stage by stage:
step | util, % | std cells | setup slack (ps) | area [um2] | total power [mW]
after detailed placement | 18.1 | 102 | 1820 | 617 | 0.157
after CTS | 18.8 | 106 | 1630 | 643 | 0.248
after global placement | 18.1 | 102 | 1860 | 617 | 0.157
after floorplan | - | 55 | 1970 | 549 | 0.157
after global routing | 18.8 | 106 | 1600 | 643 | 0.256
final | 18.8 | 106 | 1640 | 643 | 0.244
per-layer routing:
metal	up-vias	track usage, %	share of wire (%)
met5	-	0	0
li1	216	-	-
met3	2	2.16	8.8
met2	9	3.85	39
met1	178	3.47	51
met4	0	0.352	1.1
final timing paths:
check                                 endpoint  cells after the start      startpoint
worst max-delay path                 clk_10khz                      1       clk_10khz
worst min-delay path            count_10khz[0]                      1  count_10khz[0]
worst max register to register       clk_10khz                      3  count_10khz[0]
worst min register to register  count_10khz[0]                      1  count_10khz[0]
Power is estimated from default activity; no workload was simulated.
