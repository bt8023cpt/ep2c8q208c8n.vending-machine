File: ./run.sh
#!/bin/bash
# OpenROAD 26Q1-2900-gdf79404cd8, Yosys 0.63+post, stock flow scripts
make -C /OpenROAD-flow-scripts/flow DESIGN_CONFIG=/design/flow/config.mk WORK_HOME=/design/flow/orfs finish
File: ./config.mk
export PLATFORM = sky130hd
export DESIGN_NAME = Dynamic_Display
export DESIGN_NICKNAME = Dynamic_Display
export VERILOG_FILES = /design/flow/design.v
export SDC_FILE = /design/flow/constraint.sdc
export NUM_CORES = 4
export LEC_CHECK = 1
export CORE_AREA = 10 10 70 70
export DIE_AREA = 0 0 80 80
File: ./constraint.sdc
current_design Dynamic_Display

set clk_period 1.1
set clk_io_pct 0.2

create_clock -name clk0 -period $clk_period [get_ports {display_clk}]

set non_clock_inputs [all_inputs -no_clocks]
set_input_delay [expr $clk_period * $clk_io_pct] -clock clk0 $non_clock_inputs
set_output_delay [expr $clk_period * $clk_io_pct] -clock clk0 [all_outputs]
File: ./design.v
module Dynamic_Display(display_clk, display_num, display_wei, display_duan);
	input wire display_clk;
	input wire[3:0] display_num;
	output reg[7:0] display_wei;
	output reg[7:0] display_duan;
	function[7:0] code; 
		input[3:0] num;
		case(num)
			4'h0: code = 8'hc0;  
			4'h1: code = 8'hf9;  
			4'h2: code = 8'ha4;  
			4'h3: code = 8'hb0;  
			4'h4: code = 8'h99;  
			4'h5: code = 8'h92;  
			4'h6: code = 8'h82;  
			4'h7: code = 8'hf8;  
			4'h8: code = 8'h80;  
			4'h9: code = 8'h90;  
			4'hf: code = 8'hff;  
			default: code = 8'h40;  
		endcase
	endfunction
	reg wei_count;
	always @(posedge display_clk)
		begin 
			wei_count <= wei_count + 1'b1;
			case(wei_count)
				1'b0: begin display_wei = 8'b11111110; display_duan = code(display_num % 10); end
				1'b1: begin display_wei = 8'b11111101; display_duan = code(display_num / 10); end
			endcase
		end
endmodule 
==> flow_summary.ini <==
; implementation run metrics
[die]
die_w_um = 80
die_area_um2 = 6400
die_y_um = 80
fp-row-count = 21
core_area_um2 = 3420
initCoreUtil_pct = 17.5
ioPinCount = 21

[synthesis]
syn_inst = 75
ys_seq_share_pct = 33.4
syn-cell-area_um2 = 599
yosys.stat.chipArea_um2 = 599
ys_cells = 75
yosys_warnings = 1
avgSynthCellArea_um2 = 7.99
synth-edff-count = 0
synthFlopType = dfxtp_1
ys.flops = 10
async_reset_ff_share_pct = 0
synthDistinctLibCells = 28

[grt]
globalRouteTotalUtil_pct = 4.44
antenna_found_initial = 0
grt_pass1_vias = 560
grt_max_degree = 11
grt_first_pass_wirelength_um = 2450
grt-ovfl-total = 0

[power_and_ir_drop]
ir_drop_uv = 243
p_leak_nw = 0.429
p_per_area_nw_per_um2 = 958

[routing]
wirelength_um = 1550
wire_per_inst_um = 10.4
viasPerCell = 3.99
antennaDiodeCount = 0
ant_nets = 0
dr.pass1.iters = 4
drt_iter0_markers = 23
drc = 0
num_vias = 595

[timing]
post-route-period-util_pct = 103
final_hold_viol_count = 0
maxSlewViolCount = 0
fin_ws_ps = -37.0
whs_ps = 393
max_freq_mhz = 879
setup_viol = 3
period_needed_ps = 1140
rsz0062_at_grt = yes
fin_tns_setup_ps = -107
finClkSkew_ps = 0.926

[clock_tree]
cts_hold_buf = 0
tritoncts = done
cts_root_buffer = clkbuf_4
clock-sinks = 10
numCtsBuffers = 3
clk_pin_slew_ps = 60
clk_path_buf_depth = 2
htreeDepth = 1
clkLatencyLatePin_ps = 260

[run]
drv_cap = 0
warnings = 30

[place]
io_buffers = 14
finalWeightedCongestion = 0.858
hpwl_um = 1150

[cells_and_area]
area_growth_pct = 61.8
comb_area_um2 = 413
utilization_pct = 28.4
fillCellCount = 360
seq_area_um2 = 203
drive_above_1_share_pct = 35.9

[critical_path]
arrival_ps = 1270
cp-start-kind = input pin
path_class = input pin to flop
crit_fanout = 5
r2r-start = display_wei[1]
cp_data_required_time_ps = 1230
critPathSlowestCell = ha_4
reg2reg_depth = 4
reg2reg_slack_ps = 90
crit_start = display_num[1]
critPathTopFamily = buffers and inverters
critPathMaxStageDelay_ps = 300
critPathCaptureType = flop
crit_buf_inv = 3
r2r-end = display_duan[4]
cp_cell_sequence = buf_8, clkinvlp_4, ha_4, nand4b_1, nor2_2, buf_4, a211oi_4, a21oi_1

[worst_hold_path]
hp-start = display_num[3]
holdPathStages = 3
min_to = display_duan[7]
min_path_type = input pin to flop

[run_status]
status = complete, but fails checks
violations = setup timing
[worst max path at each step]
stage / end / depth (start not counted)
CTS: display_duan[3] / 8
global route: display_duan[3] / 8
finish: display_duan[3] / 8
[where the power goes]
part / leakage, nW / switching (mW) / internal [mW]
clock: 0.0210 / 0.116 / 0.201
combinational: 0.325 / 0.113 / 0.120
sequential: 0.0829 / 0.00283 / 0.377
total: 0.429 / 0.232 / 0.697
[state kept, by name, indices dropped and copies added (netlist names)]
register      cells
display_duan      8
display_wei       2
[timing repair]
action | 4_1_cts | 5_1_grt
endpoints found under the setup margin | 18 | 6
setup buffers | 3 | 1
resized | 33 | 9
pin swaps | 7 | 8
[placed cells by master, fill, tap and decap left out, drive strengths merged, types with 2 or more instances in the layout]
cell / count
a21oi: 6
buf: 17
clkbuf: 4
conb: 6
dfxtp: 10
dlygate4sd2: 10
ha: 4
inv: 5
nand2: 7
nor2: 8
o21a: 2
o21ai: 4
or3: 2
[through the flow]
step	setup slack, ps	total power, mW	cell area [um^2]	cells
detailed placement	-822	0.589	855	141
global route	-91.4	0.983	970	149
global placement	-814	0.589	855	141
finish	-37.0	0.929	970	149
CTS	-79.0	0.915	925	148
floorplan	-188	0.514	666	80
[cells in the mapped netlist, types with 2 or more instances]
cell type	instances	share of area, %
nand2_1	7	4.4
or3_1	2	2.1
dfxtp_1	10	33
a21oi_1	5	4.2
o21a_1	2	2.5
ha_1	4	8.4
inv_1	6	3.8
o21ai_0	4	3.3
buf_4	9	11
nor2_1	8	5.0
[layer usage]
| metal | part of all wire (%) | GRT usage, % |
|---|---|---|
| met1 | 49 | 6.52 |
| met2 | 40 | 6.02 |
| met3 | 11 | 1.70 |
| met4 | 0 | 0.704 |
| met5 | 0 | 0 |
[worst register-to-register path: cells and delay by family, from the launching register on]
family / cells / cell delay (ps)
DFF: 1 / 320
and+or+nand+nor: 1 / 270
AOI/OAI and AO/OA: 1 / 60
buffers and inverters: 2 / 230
[final cells by class]
class	count	area share, %
Multi-Input combinational cell	55	42.6
Inverter	6	2.71
Timing Repair Buffer	28	24.1
Clock buffer	4	3.74
Sequential cell	10	20.9
Tap cell	46	5.94
[kinds of logic (layout without fill, tap and decap cells)]
| group | count (synthesis) | after routing | synth area share (%) |
|---|---|---|---|
| other | 1 | 6 | 0.626 |
| AND/OR/NAND/NOR | 25 | 25 | 20.7 |
| AND-OR/OR-AND | 19 | 19 | 20.5 |
| XOR/XNOR | 1 | 1 | 1.46 |
| buffers and inverters | 15 | 38 | 15.0 |
| flip-flops | 10 | 10 | 33.4 |
| adder cells (fa/ha/maj) | 4 | 4 | 8.35 |
No activity file was given, so power comes from the tool's default toggle rates.
