==> ./config.mk <==
export PLATFORM = sky130hd
export DESIGN_NAME = Frequency_1hz
export DESIGN_NICKNAME = Frequency_1hz
export VERILOG_FILES = /design/flow/design.v
export SDC_FILE = /design/flow/constraint.sdc
export NUM_CORES = 4
export LEC_CHECK = 1
export CORE_AREA = 10 10 82 82
export DIE_AREA = 0 0 92 92
==> ./constraint.sdc <==
current_design Frequency_1hz

set clk_period 2.9
set clk_io_pct 0.2

create_clock -name clk0 -period $clk_period [get_ports {clk_10khz}]

set non_clock_inputs [all_inputs -no_clocks]
set_input_delay [expr $clk_period * $clk_io_pct] -clock clk0 $non_clock_inputs
set_output_delay [expr $clk_period * $clk_io_pct] -clock clk0 [all_outputs]
==> ./design.v <==
module Frequency_1hz(clk_10khz, clk_1hz);
	input wire clk_10khz;
	output reg clk_1hz;
	reg[12:0] count_1hz;
	always@(posedge clk_10khz)
		begin
			if(count_1hz == 13'd4999)
				begin
					clk_1hz <= ~clk_1hz;
					count_1hz <= 13'd0;
				end
			else
				begin
					count_1hz <= count_1hz + 13'd1;
				end
		end
endmodule 
==> ./run.sh <==
#!/bin/bash
# OpenROAD 26Q1-2900-gdf79404cd8, Yosys 0.63+post, stock flow scripts
make -C /OpenROAD-flow-scripts/flow DESIGN_CONFIG=/design/flow/config.mk WORK_HOME=/design/flow/orfs finish
==> design notes <==
In the per-layer summary, the met1 wirelength comes to 554 um. The report lists the number of standard-cell rows as 26. Post-route period utilization is reported as 59.85%. For this design the total switching power over the nets is 0.00006650 W. Buffers inserted during clock tree synthesis total 3. Measured in cells, the most critical reg-to-reg path has a length of 2. Global routing finished with a remaining overflow of 0.

The run gives 19 for the DRC violation total after the first TritonRoute iteration. Before placement the cells fill 11.61% of the core. The critical path startpoint is count_1hz[6]$_SDFF_PN0_. The internal power of the cells totals 0.0003144 W. Power comes to 0.0003809 W. The average via count per standard cell is 3.373, and the total via count after detailed routing is 452.

The number of global-route vias before repair was 415; the antenna diode count was 0. Number of endpoints with negative hold slack in the final report: 0. With the met3 wire length at 61 um, the netlist area before placement is 589.3 um^2. The run gives 14 as the clock sink count. Looking at hold timing, the worst path starts from count_1hz[0]$_SDFF_PN0_. Counting along the longest clock path gives a buffer depth of 2. The die outline width was 92 um; the post-synthesis sequential element count was 14. Combinational cells account for 0% of the total power. The tools report the synthesized netlist cell count as 59. From bottom edge to top edge, the die measures 92 um. The final weighted congestion of routability-driven global placement was 0.7273. The run gives 0 as the final setup violation count. Capturing point of the worst reg2reg path: clk_1hz$_DFFE_PN_. Hold is met by 0.4649 ns. For this run, the detailed router's first-pass iteration total came to 4. In the final report, the number of pins over their slew limit comes to 0. The OpenROAD report gives the critical path a required time of 2.79 ns. Counting I/O delays and the setup requirement, the final critical path takes 1.736 ns. With the worst setup skew after layout at 0.001379 ns, the clock latency reported for the late side of the worst-skew pair is 0.24 ns. For the data arrival time of the worst path, the log shows 1.63 ns. The script extracted a total leakage power of 0.2928 nW. The launch point of the worst register-to-register path is recorded as count_1hz[6]$_SDFF_PN0_. Entering global routing, the biggest net connects 9 pins. The proportion of synthesized chip area in sequential cells came out at 49.26%. The portion of total power attributed to the clock network was 49.0%; the post-CTS repair timing setup buffer count was 0. For flop-to-flop paths, the worst setup slack is 1.16 ns. TritonCTS built the clock tree. The flow reports that sequential cells draw 51.0% of the design power.

In this run the worst hold path is classified as reg -> reg. For the final cell utilization of the core, the log shows 14.62%. The run gives 589.3 um^2 for the synthesis area per yosys.

With the chip footprint at 8464 um^2, the switching part of the total is 17.46%. The highest clock rate this design can be run at is 576.1 MHz. The tools report the number of library cell types mapped by synthesis as 24. After filler insertion, the fill cell instance count of the layout stands at 592. End point of the critical path: clk_1hz$_DFFE_PN_. For the count of synthesis-stage warnings from yosys, the log shows 1. The total met2 wirelength after detailed routing is 421 um. Once placement finished, the instance area stood at 686.9 um^2.

The total wire length is 1045 um. The worst setup path is launched from a flop. In the final timing run, aggregate negative setup slack is 0 ns. Across the VDD grid, the largest voltage drop is 0.2601 mV. The root buffer cell chosen for the clock tree is clkbuf_8. The worst setup path category was reg -> reg. Setup repair after global routing left no endpoint under its margin. After detailed routing, the average wire length per cell comes to 7.799 um. The worst relative slew slack was 68.71%. The number of antenna violations at the first check in global routing came out at 0. The run finished with clean final reports. The total global-route track usage was 2.527%. At the pin with the least slew margin, the transition time is 0.4658 ns. Dividing the synthesized area by the synthesized cell count gives 9.988 um^2. Post-CTS repair ended up resizing 0 cells.

The biggest fanout along the worst timing path works out to 8. The number of I/O pins is 2, and the core footprint is 5075 um^2. The number of cells traversed by the worst hold path came out at 1.

Compared with the post-synthesis result, the final layout area differs by 25.90%. The number of maximum-capacitance violations recorded for the run is 0. The flow reported a cell area power density of 513.4 nW/um^2. Summing all non-filler instances in the final layout gives an area of 742.0 um^2.

The first global-routing pass estimated 1835 um of wire. Clock-pin slew was measured on the worst setup and hold paths at 0.06 ns. Hold repair after CTS inserted 0 buffers.

The total of buffers placed on input and output ports was 1. The HPWL after detailed placement is 694.4 um. The highest metal layer with signal wires was met4. For the count of H-tree levels built during CTS, the log shows 1. The share of cells above drive strength 1 works out to 10.94%. For the residual DRC count, the log shows 0. The synth_stat.txt file lists the number of cells as 59. STA classifies the critical path endpoint as a flop.

With the residual antenna-violating net count after detailed routing at 0, the tally of OpenROAD warnings is 25.
==> layer usage <==
layer / up-vias / global-route usage, %
met5: - / 0
met4: 0 / 0.2571
met3: 2 / 1.153
met2: 8 / 3.412
met1: 213 / 3.707
li1: 229 / -
==> state kept, by name, summed over array words and instances (netlist names) <==
register and cells:
count_1hz 13, clk_1hz 1
==> logic make-up after synthesis <==
| kind of cell | after synthesis | share of synthesized area [%] |
|---|---|---|
| DFF | 14 | 49.26 |
| adders and majority gates | 1 | 2.123 |
| and+or+nand+nor | 27 | 28.88 |
| xor gates and xnor gates | 7 | 10.40 |
| buffers and inverters | 2 | 1.274 |
| AOI/OAI and AO/OA | 8 | 8.069 |
==> power groups by stage <==
| stage | Sequential (W) | Clock, W | Combinational [W] |
|---|---|---|---|
| after global routing | 0.000194 | 0.000203 | 0.000000000148 |
| after CTS | 0.000194 | 0.000194 | 0.000000000148 |
| final | 0.000194 | 0.000187 | 0.000000000148 |
==> synth_stat cells <==
master / count / area (um^2)
dfxtp_1: 13 / 260.3
xor2_1: 6 / 52.55
nand3_1: 4 / 20.02
a21oi_1: 3 / 15.01
and3_1: 3 / 18.77
nand2_1: 3 / 11.26
nand4_1: 3 / 18.77
nor2_1: 3 / 11.26
inv_1: 2 / 7.510
nor3_1: 2 / 10.01
nor4_1: 2 / 12.51
o21ai_0: 2 / 10.01
or3_1: 2 / 12.51
a31oi_1: 1 / 6.260
a41oi_1: 1 / 8.760
edfxtp_1: 1 / 30.03
ha_1: 1 / 12.51
nor2b_1: 1 / 6.260
nor4_4: 1 / 21.27
o31ai_1: 1 / 7.510
or3b_2: 1 / 8.760
or4_1: 1 / 7.510
or4_4: 1 / 11.26
xnor2_1: 1 / 8.760
==> critical path, cell delays in order, from the launching register on <==
cell and delay (ns):
dfxtp_1 0.35, or4_4 0.56, nor4_4 0.48
==> metrics by stage <==
| step | std cells | setup slack (ns) |
|---|---|---|
| after detailed placement | 130 | 1.170 |
| after global placement | 130 | 1.184 |
| after global routing | 134 | 1.102 |
| after floorplan | 59 | 1.279 |
| final | 134 | 1.164 |
| after CTS | 134 | 1.160 |
==> cell usage in the layout (no fill, tap or decap) <==
cell / synthesis / routed
inv_1: 2 / 2
edfxtp_1: 1 / 1
or4_4: 1 / 1
dfxtp_1: 13 / 13
or4_1: 1 / 1
or3b_2: 1 / 1
nor2_1: 3 / 3
and3_1: 3 / 3
a41oi_1: 1 / 1
nor4_1: 2 / 2
o21ai_0: 2 / 2
o31ai_1: 1 / 1
nand3_1: 4 / 4
nor2b_1: 1 / 1
xnor2_1: 1 / 1
a21oi_1: 3 / 3
nor3_1: 2 / 2
clkbuf_8: 0 / 4
xor2_1: 6 / 6
nand4_1: 3 / 3
nand2_1: 3 / 3
nor4_4: 1 / 1
or3_1: 2 / 2
clkdlybuf4s50_1: 0 / 1
a31oi_1: 1 / 1
ha_1: 1 / 1
==> worst min-delay path by stage <==
stage     slack, ns                      end
6_report       0.46  count_1hz[0]$_SDFF_PN0_
5_1_grt        0.53  count_1hz[0]$_SDFF_PN0_
4_1_cts        0.47  count_1hz[0]$_SDFF_PN0_
==> final cells by class <==
cell class / instances / area (um^2) / area share, %
multi-input combinational: 43 / 291.5 / 39.29
sequential: 14 / 290.3 / 39.12
tap: 70 / 87.58 / 11.80
clock buffer: 4 / 55.05 / 7.420
timing repair buffer: 1 / 10.01 / 1.349
inverter: 2 / 7.507 / 1.012
No activity file was given, so power comes from the tool's default toggle rates.
